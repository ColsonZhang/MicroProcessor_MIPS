### flow/design.v
`timescale 1ns/1ns
module mux4 (d0,d1,d2,d3,s,y);
parameter n=32;
input [n-1:0] d0,d1,d2,d3;
input [1:0] s;
output reg [n-1:0] y;
always @* begin
    case(s)
        2'b00: y<=d0;
        2'b01: y<=d1;
        2'b10: y<=d2;
        2'b11: y<=d3;
    endcase
end
endmodule
### flow/run.sh
#!/bin/bash
# OpenROAD 26Q1-2900-gdf79404cd8, Yosys 0.63+post, stock flow scripts
make -C /OpenROAD-flow-scripts/flow DESIGN_CONFIG=/design/flow/config.mk WORK_HOME=/design/flow/orfs finish
### flow/config.mk
export PLATFORM = sky130hd
export DESIGN_NAME = mux4
export DESIGN_NICKNAME = mux4
export VERILOG_FILES = /design/flow/design.v
export SDC_FILE = /design/flow/constraint.sdc
export NUM_CORES = 4
export LEC_CHECK = 1
export CORE_AREA = 10 10 95 95
export DIE_AREA = 0 0 105 105
### flow/constraint.sdc
current_design mux4

set clk_period 1.1
set clk_io_pct 0.2

create_clock -name clk0 -period $clk_period

set non_clock_inputs [all_inputs -no_clocks]
set_input_delay [expr $clk_period * $clk_io_pct] -clock clk0 $non_clock_inputs
set_output_delay [expr $clk_period * $clk_io_pct] -clock clk0 [all_outputs]
==> results.rst <==
Run summary
-----------

.. list-table::
   :header-rows: 1

   * - Metric
     - Value
   * - Count of buffering cells on the critical path with inverters included
     - 4
   * - Number of vias per cell
     - slightly above 4
   * - Area of the die
     - roughly 0.011 mm²
   * - Clock share of power
     - 0%
   * - Wire length of the first global-routing pass
     - around 9.5 mm
   * - Top routing layer used
     - met5
   * - Flop pwr share
     - 0%
   * - Largest driver fanout on the critical path
     - 8
   * - Total power per unit cell area
     - roughly 330 mW/mm²
   * - Total cell area reported by yosys after synthesis
     - 815 µm²
   * - Internal
     - a little under 0.6 mW
   * - Final instance area
     - about 0.0024 mm²
   * - Total cell area at the placement stage
     - 0.00253 mm²
   * - Proportion of power drawn by combinational gates
     - 100.0%
   * - Sequential share of the synthesized area
     - 0%
   * - Starting Density
     - between 10% and 20%
   * - Crit-path most repeated cell
     - sky130_fd_sc_hd__buf_12
   * - CP Capture Type
     - output pin
   * - Dominant logic cell types in the final layout
     - sky130_fd_sc_hd__dlygate4sd2_1 (126), sky130_fd_sc_hd__mux4_2 (32), sky130_fd_sc_hd__buf_2 (32)
   * - Number of setup violations in the final report
     - 32
   * - Final worst-path setup slack
     - -0.307 ns
   * - Largest net degree at the start of global routing
     - 14
   * - Arrival time at the worst endpoint
     - 1.19 ns
   * - Core Rows
     - 30
   * - Critical path class
     - in2out
   * - Cell area after synthesis
     - 815 µm²
   * - Post-synthesis average cell area
     - 20.9 µm²
   * - Area growth syn-to-layout
     - 194%
   * - IO buf count
     - approximately 160
   * - Total length of routed met2 wires
     - around 2.8 mm
   * - Net switching component of the power
     - around 0.21 mW
   * - Standard cell with the maximum stage delay on the critical path
     - sky130_fd_sc_hd__mux4_2
   * - Horizontal extent of the die
     - around 110 µm
   * - Final hold slack
     - just over 0.9 ns
   * - Run status
     - finished, violations left
   * - Max transition margin
     - about nine tenths
   * - Launching element type of the critical path
     - primary input
   * - Path type of the worst min-delay path
     - in2out
   * - Fraction of layout cells with a size suffix above 1
     - 38.2%
   * - Setup TNS
     - -8.13 ns
   * - Max-Cap Viols
     - 0
   * - Area taken by flip-flops and latches
     - 0 µm²
   * - Area share, top type
     - between 80% and 90%
   * - Antenna violations before repair
     - 5
   * - Hold violation total from the final report
     - 0
   * - Number of warnings the tools reported
     - 35
   * - Number of clock buffer instances in the layout
     - 0
   * - Drt first pass iters
     - 4
   * - IR drop worst, VDD
     - 0.134 mV
   * - Length of routed met3 wiring
     - 1.06 mm
   * - Detailed-route via count
     - around 1200
   * - Top logic cell by instance count in the layout
     - sky130_fd_sc_hd__dlygate4sd2_1
   * - Setup repair after global routing missed its margin
     - true
   * - Remaining antenna violation count
     - 0
   * - Largest delay contributor family on the critical path
     - multiplexers
   * - Biggest area contributors in the synthesized netlist
     - sky130_fd_sc_hd__mux4_2 (83%), sky130_fd_sc_hd__buf_12 (7.4%), sky130_fd_sc_hd__mux4_1 (6.5%)
   * - Total power after layout
     - around 0.8 mW
   * - Number of design rule violations left after detail routing
     - 0
   * - Number of DRC violations after detailed-routing iteration 0
     - 18
   * - Routed wire length
     - between 6 and 7 mm
   * - Post-route fraction of the period consumed by the critical path
     - 128%
   * - Transition time of the tightest slew-check pin
     - approximately 0.17 ns
   * - Vertical die dimension
     - around 110 µm
   * - Reported leakage power
     - roughly 1.1 nW
   * - Longest individual stage delay on the worst path
     - roughly 0.5 ns
   * - Cell Chain, Critical Path
     - buf_12, buf_12, buf_12, mux4_2, buf_2
   * - Pre-CTS setup slack
     - -0.900 ns
   * - Final sequential cell count
     - 0
   * - Switching fraction of total power
     - between 20% and 30%
   * - Vias in the first global route
     - about 1500
   * - Count of yosys warnings during synthesis
     - 1
   * - Overall Global Routing Usage
     - 11.3%
   * - Last weighted congestion value of the routability-driven placer
     - 0.820
   * - Minimum clock period
     - 1.41 ns
   * - Cell type with the largest total area after synthesis
     - sky130_fd_sc_hd__mux4_2
   * - Final-report max-slew violation count
     - 0
   * - Synthesized netlist cell count
     - 39
   * - Highest Clock Rate
     - slightly above 700 MHz
   * - Final routed wire length divided by cell count
     - about 21 µm
   * - Count of pins on the block boundary
     - about 160
   * - Gr ovfl total
     - 0
   * - Distinct lib cells
     - 5
   * - # Cells Yosys
     - 39
   * - Area of the core
     - 0.00691 mm²
   * - Met1 wire length
     - between 2 and 3 mm
   * - Failing checks
     - negative setup slack
   * - Required @ worst endpoint
     - 0.88 ns
worst paths after layout:
kind | start | endpoint | slack [ns] | depth (start not counted)
max | s[0] | y[25] | -0.31 | 5
min | d3[9] | y[9] | 0.91 | 3
power by group through the flow:
stage / Clock (mW) / Sequential (mW) / Combinational (mW)
5_1_grt: 0.000000121 / 0 / 0.860
4_1_cts: 0 / 0 / 0.806
6_report: 0.000000486 / 0 / 0.790
per-stage QoR:
step | utilization [%] | cells
after floorplan | - | 39
after global placement | 36.6 | 295
after detailed placement | 36.6 | 295
after CTS | 34.5 | 303
after global routing | 34.6 | 304
final | 34.7 | 307
Yosys cell counts:
library cell	n
sky130_fd_sc_hd__mux4_2	30
sky130_fd_sc_hd__buf_12	3
sky130_fd_sc_hd__buf_2	3
sky130_fd_sc_hd__mux4_1	2
sky130_fd_sc_hd__buf_6	1
what timing repair did:
item	CTS	global route
endpoints found under the hold margin	0	0
gates cloned	3	0
setup buffers	5	0
hold buffers	0	0
setup endpoints to repair	32	32
pin swaps	0	0
resized	250	1
layout make-up:
class / count / area, µm²
diodes: 4 / 10.0
multi-input cells: 32 / 721
well taps: 96 / 120
repair buffers: 175 / 1550
fillers: 764 / 4510
logic make-up after synthesis:
logic type	after synthesis	share of synthesized area, %
muxes	32	89.4
buffers and inverters	7	10.6
metal layers:
layer | vias up | global-route usage [%]
li1 | 551 | -
met1 | 566 | 13.6
met2 | 125 | 17.8
met3 | 2 | 7.52
met4 | 2 | 0
met5 | - | 0
Power and IR drop assume default switching activity.
